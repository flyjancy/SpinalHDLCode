**config.mk**
```make
export PLATFORM = sky130hd
export DESIGN_NAME = Counter
export DESIGN_NICKNAME = Counter
export VERILOG_FILES = /design/flow/design.v
export SDC_FILE = /design/flow/constraint.sdc
export NUM_CORES = 4
export LEC_CHECK = 1
export CORE_AREA = 10 10 70 70
export DIE_AREA = 0 0 80 80
```
**constraint.sdc**
```tcl
current_design Counter

set clk_period 1.0
set clk_io_pct 0.2

create_clock -name clk0 -period $clk_period [get_ports {io_clk}]

set non_clock_inputs [all_inputs -no_clocks]
set_input_delay [expr $clk_period * $clk_io_pct] -clock clk0 $non_clock_inputs
set_output_delay [expr $clk_period * $clk_io_pct] -clock clk0 [all_outputs]
```
**design.v**
```verilog
module Counter (
  input               io_clk,
  input               io_rstn,
  input               io_en,
  output     [3:0]    io_value
);
  reg        [3:0]    myArea_myReg;
  assign io_value = myArea_myReg;
  always @ (posedge io_clk or negedge io_rstn) begin
    if (!io_rstn) begin
      myArea_myReg <= 4'b0000;
    end else begin
      if(io_en)begin
        myArea_myReg <= (myArea_myReg + 4'b0001);
      end
    end
  end
endmodule
```
**run.sh**
```bash
#!/bin/bash
# OpenROAD 26Q1-2900-gdf79404cd8, Yosys 0.63+post, stock flow scripts
make -C /OpenROAD-flow-scripts/flow DESIGN_CONFIG=/design/flow/config.mk WORK_HOME=/design/flow/orfs finish
```
==> Slide: Implementation Results <==
Key Metrics from the Run

Drt
  – Final WL: 540 µm
  – Number of inserted diodes: 0
  – DR DRC count: 0
  – Antenna-violating nets left: 0
  – First-pass detailed-route iteration total: 2
  – Via count: roughly 150
  – Routed WL per cell: between 7 and 8 µm
  – Vias per cell: 1.987
  – Initial DRC Count: 5

Die
  – Core ar.: 3416 µm²
  – Die Ht: 80 µm
  – Die W: 80 µm
  – Total die size: around 6400 µm²
  – Core utilization at floorplan: 4.689%
  – Total I/O pin count: 7
  – FP Rows: 21

Cells and area
  – Largest register FFs: 4
  – Biggest register: myArea_myReg
  – Share of layout cells above drive strength 1: a little over 60%
  – P&R area growth vs syn: 134.4%
  – Commonest Layout Cell: buf_4
  – Top Layout Cells: buf_4 (6), dfrtp_1 (4), clkbuf_4 (3), buf_2 (3), buf_6 (3)
  – Final core utilization: between 10 and 15%
  – Largest registers: myArea_myReg x4

Critical path
  – CP required: 1.11 ns
  – Critical setup path kind: reg2reg
  – R2R cell count: 3
  – Critical-path maximum fanout: 3
  – Worst EP arrival: 1.21 ns
  – CP endpoint kind: flop
  – Crit Reg-Reg Startpoint: myArea_myReg[0]$_DFFE_PN0P_
  – Crit path from: myArea_myReg[0]$_DFFE_PN0P_
  – CP Launch Type: flop

Timing
  – Final hold vios: 0
  – Worst slew margin: 87.25%
  – Minimum clock period: 1.099 ns
  – RSZ-0062 raised after global routing: true
  – Final period util: 109.9%
  – Final Max-Slew Violation Tally: 0
  – Final setup fails: 2
  – Worst-Margin Slew: 0.1907 ns
  – Final hold slack: 0.1721 ns
  – Worst setup margin: -0.09896 ns
  – Clock skew: 0.002592 ns
  – Fmax: around 0.91 GHz

Place
  – IO Port Bufs: 6
  – Placer Congestion: 0.6234

Power
  – Leakage power: 0.1589 nW
  – PwrDens: 3067 nW/µm²
  – VDD IR max: roughly 0.0015 V

Synth
  – Mean Syn Cell Area: 14.56 µm²
  – Cell Type Count: 7
  – Mapped Cells: 11
  – Yosys stat chip area: approximately 160 µm²
  – Sequential area share after synthesis: between 60% and 70%
  – Flops after synth: 4
  – Synth Cell Area: between 150 and 200 µm²
  – Total of warnings raised by yosys: 1
  – Yosys cell count: 11

Status
  – Outcome: finished, violations left
  – Failing checks: setup timing

Job
  – Max-cap viol count: 0
  – Log Warnings: 28

Hold path
  – HP Class: in2async

Global route
  – First-pass GRT wire length: 897 µm
  – Largest net degree at the start of global routing: 5
  – GRT Resource Usage Total: 1.925%
  – Total congestion overflow: 0
  – Initial antenna violation count: 0
  – Vias in the first global route: 184

CTS
  – Maximum clock path buffer count: 2
  – TritonCTS Buffers: 3
  – Clock Sinks: 4
  – Root buf cell: clkbuf_4
  – Late-Pin Clk Latency: 0.23 ns
  – Htree depth: 1
  – TritonCTS clock tree: yes
  – Reg clk slew, reported paths: about 0.04 ns
[metrics by stage]
stage	area, µm²	power (mW)	setup slack, ns	setup TNS (ns)	instances
2_1_floorplan	160.2	0.4180	-0.01556	-0.01556	11
3_3_place_gp	292.8	0.6835	-0.1990	-0.5435	65
3_5_place_dp	292.8	0.7035	-0.2332	-0.6929	65
4_1_cts	352.8	1.051	-0.08892	-0.1626	72
5_1_grt	375.4	1.274	-0.1212	-0.2144	75
6_report	375.4	1.151	-0.09896	-0.1578	75
[worst max-delay path: stages (launching register included)]
cell and delay (ns):
dfrtp_1 0.39, buf_6 0.13, ha_4 0.22, mux2_4 0.25
[path summary, 6_finish.rpt]
check,endpoint,slack (ns)
min,myArea_myReg[3]$_DFFE_PN0P_,0.17
max,myArea_myReg[1]$_DFFE_PN0P_,-0.1
max in group asynchronous,myArea_myReg[1]$_DFFE_PN0P_,0.66
min in group clk0,myArea_myReg[2]$_DFFE_PN0P_,0.57
max reg2reg,myArea_myReg[1]$_DFFE_PN0P_,-0.1
min reg2reg,myArea_myReg[2]$_DFFE_PN0P_,0.57
[final cells by class]
type | count | area [µm²]
Clock buffer | 3 | 22.52
Fill cell | 406 | 3040
Multi-Input combinational cell | 7 | 76.32
Sequential cell | 4 | 100.1
Tap cell | 46 | 57.56
Timing Repair Buffer | 15 | 118.9
[cells by family (layout without fill, tap and decap cells)]
| family | Yosys count | count (layout) | share of synthesized area, % |
|---|---|---|---|
| DFF | 4 | 4 | 62.50 |
| buffers and inverters | 0 | 18 | 0 |
| adders and majority gates | 1 | 1 | 7.811 |
| xor gates and xnor gates | 3 | 3 | 16.41 |
| muxes | 1 | 1 | 7.031 |
| and+or+nand+nor | 2 | 2 | 6.250 |
[synthesized netlist by cell type, drive strengths merged]
master | number | share of area (%)
dfrtp | 4 | 63
xnor2 | 2 | 11
ha | 1 | 7.8
mux2 | 1 | 7.0
nand2 | 1 | 2.3
nand4 | 1 | 3.9
xor2 | 1 | 5.5
[routing by layer]
layer	wire length, µm	up-vias	GRT usage [%]
met4	0	0	0.3521
met1	327	65	3.138
met2	167	10	1.926
met5	0	-	0
li1	-	74	-
met3	45	0	1.136
[where the power goes]
| group | internal, mW | switching, mW |
|---|---|---|
| Clock | 0.134 | 0.0628 |
| Sequential | 0.250 | 0.0527 |
| Combinational | 0.440 | 0.212 |
| Total | 0.824 | 0.328 |
[what timing repair did]
| action | in CTS | in global routing |
|---|---|---|
| cloned | 0 | 0 |
| resized | 15 | 3 |
| buffers inserted | 4 | 3 |
| setup endpoints to repair | 5 | 3 |
| pin swaps | 0 | 3 |
| hold buffers | 0 | 0 |
Power figures rest on the tool's default switching activity, not on a simulated workload.
